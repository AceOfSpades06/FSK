## /design/flow/constraint.sdc

```tcl
current_design moving_avg_filt

set clk_period 8.4
set clk_io_pct 0.2

create_clock -name clk0 -period $clk_period [get_ports {clk}]

set non_clock_inputs [all_inputs -no_clocks]
set_input_delay [expr $clk_period * $clk_io_pct] -clock clk0 $non_clock_inputs
set_output_delay [expr $clk_period * $clk_io_pct] -clock clk0 [all_outputs]
```

## /design/flow/config.mk

```make
export PLATFORM = sky130hd
export DESIGN_NAME = moving_avg_filt
export DESIGN_NICKNAME = moving_avg_filt
export VERILOG_FILES = /design/flow/design.v
export SDC_FILE = /design/flow/constraint.sdc
export NUM_CORES = 4
export LEC_CHECK = 1
export CORE_UTILIZATION = 50
```

## /design/flow/design.v

```verilog
module moving_avg_filt(
  input clk,
  input signed [7:0] signal_in,
  output reg signed [7:0] signal_out
  );
  parameter N = 64;  
  reg signed [7:0] input_signal_queue [0:N-1];
  reg signed [13:0] signal_in_sum;
  integer iter;
  always @ (posedge clk) begin
    input_signal_queue[0] <= signal_in;
    for (iter = 0; iter < N - 1; iter = iter + 1)
    begin
      input_signal_queue[iter + 1] <= input_signal_queue[iter];
    end  
  end
  always@(posedge clk) begin
    for (iter = 0; iter < N; iter = iter + 1) begin
      signal_in_sum = signal_in_sum + input_signal_queue[iter];
    end
    signal_out = signal_in_sum >>> 6;
  end  
  always@(negedge clk) begin
    signal_in_sum = 0;
  end
endmodule
```

## /design/flow/run.sh

```bash
#!/bin/bash
# OpenROAD 26Q1-2900-gdf79404cd8, Yosys 0.63+post, stock flow scripts
make -C /OpenROAD-flow-scripts/flow DESIGN_CONFIG=/design/flow/config.mk WORK_HOME=/design/flow/orfs finish
```

==> Changelog: implementation <==
### Implementation results

- Ant diodes: 0
- Area growth from synthesis to layout: 12.2%
- Late-Pin Clk Latency: 600 ps
- Post-CTS Hold Fix Bufs: 0
- # DRC: 0
- Final Hold Vio Count: 0
- Initial drt markers: 231
- Largest net degree at the start of global routing: 15
- Initial Util: 50.7%
- Register share after synthesis: 41.8%
- Setup TNS: 0 ps
- #FFs+latches synth: 520
- Setup crit start kind: flip-flop
- Worst Tran Pin Value: 431 ps
- Total CTS buffers: 56
- Drt pass-1 iters: 4
- Status: finished, final reports clean
- First-pass GRT wire length: 59.0 mm
- DRT antenna net count: 0
- Worst endpoint required time: 8870 ps
- Synth Instances: 1872
- Initial antenna violation count: 0
- Number of I/O port buffers: 16
- DRT Wirelength: 31.8 mm
- Routed wire per std cell: 12.0 um
- Post-synth area from yosys stat: 0.0249 sq mm
- Synthesis Warnings: 30
- CORE AREA: 0.0491 sq mm
- Final std cells w/o fill: 2657
- Top post-synthesis cells by count: 716 x inv_1, 541 x fa_1, 520 x dfxtp_1, 49 x ha_1, 16 x xnor2_1
- Largest cells by area after synthesis: fa_1 44%, dfxtp_1 42%, inv_1 11%
- Root Buffer: clkbuf_16
- OpenROAD warning count: 25
- Crit path kind: reg2reg
- CTS Sinks: 520
- Global Route Usage Sum: 16.1%
- Min cycle time layout: 7300 ps
- Cell with the most instances after synthesis: inv_1
- Post-synth top flop: dfxtp_1
- Syn Area/Cell: 13.3 sq um
- Clock skew: 24.4 ps
- Cell type with the largest total area: fa_1
- Period Utilization, post-route: 87.0%
- Max-Cap Viols: 0
- Die y size: 225 um
- Gpl congestion: 0.845
- Die ar.: 0.0506 sq mm
- Post-Syn Area: 0.0249 sq mm
- Number of global-route vias before repair: 12600
- Post-synth EDFFs: 0
- Final setup violation count: 0
- Asr flop ratio synth: 0%
- Reg clk slew, reported paths: 60 ps
- Fmax: 137 MHz
- Post-CTS Setup Repair Bufs: 0
- Top cell area share: 43.5%
- Ports: 17
- CP arrival: 7770 ps
- Drt via density: 4.08
- CTS tree: built
- Worst setup EP type: flip-flop
- Layout cell share with drive strength beyond 1: 4.82%
- Slew HR: 71.1%
- Remaining global-route overflow: 0
- RSZ-0062 raised after global routing: false
- Die span in x: 225 um
- Yosys cell count: 1872
- FP Rows: 81
- Post_cts resized: 0
- Unique masters post-synth: 24
- Max FO, Critical Path: 3
- H-Tree Depth: 2
- Cells after DPL: 2552
- Max Slew Vio Count: 0
- Hpwl dp: 25.9 mm
- Min-Delay Path Class: reg2reg
- CTS Buffer Depth: 3
- Vias: 10800
[flip-flops by register name, summed over array words and instances (netlist names)]
register and count:
input_signal_queue 512, signal_out 8
[cell usage in the layout (no fill, tap or decap), types with 2 or more instances in the layout]
cell	instances
a22oi_1	2
clkdlybuf4s50_1	16
a21oi_1	2
clkbuf_8	9
nand2b_1	2
inv_1	716
fa_1	541
bufinv_16	12
clkbuf_1	13
o21a_1	2
nor2_1	5
xnor2_1	16
a21o_1	2
nor3_1	3
dfxtp_1	520
ha_1	49
inv_6	3
clkinv_2	10
clkbuf_16	56
[logic make-up (layout without fill, tap and decap cells)]
| kind of cell | Yosys count | in the layout | share of synthesized area, % |
|---|---|---|---|
| buffers and inverters | 716 | 837 | 10.8 |
| adders and majority gates | 590 | 590 | 46.0 |
| DFF | 520 | 520 | 41.8 |
| xor gates and xnor gates | 16 | 16 | 0.563 |
| AOI/OAI and AO/OA | 15 | 15 | 0.478 |
| and+or+nand+nor | 15 | 15 | 0.307 |
[final timing paths]
kind / slack [ps] / cells past startpoint / startpoint / to
worst max-delay path: 1100 / 23 / input_signal_queue[39][6]$_DFF_P_ / signal_out[7]$_DFF_P_
worst min-delay path: 340 / 0 / input_signal_queue[51][4]$_DFF_P_ / input_signal_queue[52][4]$_DFF_P_
worst max register to register: 1100 / 23 / input_signal_queue[39][6]$_DFF_P_ / signal_out[7]$_DFF_P_
worst min register to register: 340 / 0 / input_signal_queue[51][4]$_DFF_P_ / input_signal_queue[52][4]$_DFF_P_
[stage by stage]
step	cell area, sq um	utilization, %	worst slack [ps]	hold slack [ps]
after floorplan	24900	-	1360	331
after global placement	25900	52.7	1140	333
after detailed placement	25900	52.7	1100	335
after CTS	27900	56.9	1050	340
after global routing	27900	56.9	841	344
final	27900	56.9	1100	344
[per-layer routing]
| metal | part of all wire (%) | track usage [%] | up-vias |
|---|---|---|---|
| li1 | - | - | 5229 |
| met5 | 0 | 0 | - |
| met2 | 50 | 24.1 | 129 |
| met3 | 4.3 | 3.58 | 66 |
| met1 | 43 | 27.1 | 5417 |
| met4 | 2.7 | 3.29 | 0 |
[cell type report]
class                           count  area, sq um
Clock buffer                       78         1570
Multi-Input combinational cell    636        11800
Tap cell                          664          831
Timing Repair Buffer               16          160
Inverter                          716         2690
Fill cell                        3928        21200
Clock inverter                     27          460
Sequential cell                   520        10400
[worst max-delay path, stage by stage (launching register included)]
cell and delay (ps):
dfxtp_1 330, inv_1 60, fa_1 550, inv_1 60, fa_1 580, fa_1 450
fa_1 520, inv_1 50, fa_1 450, fa_1 510, inv_1 50, fa_1 560
fa_1 430, fa_1 490, inv_1 50, fa_1 470, inv_1 40, ha_1 300
and2_4 180, a221o_1 320, a31oi_2 250, o21ai_2 120, a31o_1 240, xnor2_1 120
